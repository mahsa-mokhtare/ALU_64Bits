**flow/config.mk**
```make
export PLATFORM = sky130hd
export DESIGN_NAME = Ex_mem_register
export DESIGN_NICKNAME = Ex_mem_register
export VERILOG_FILES = /design/flow/design.v
export SDC_FILE = /design/flow/constraint.sdc
export NUM_CORES = 4
export LEC_CHECK = 1
export CORE_UTILIZATION = 30
```
**flow/constraint.sdc**
```tcl
current_design Ex_mem_register

set clk_period 1.0
set clk_io_pct 0.2

create_clock -name clk0 -period $clk_period [get_ports {Clk}]

set non_clock_inputs [all_inputs -no_clocks]
set_input_delay [expr $clk_period * $clk_io_pct] -clock clk0 $non_clock_inputs
set_output_delay [expr $clk_period * $clk_io_pct] -clock clk0 [all_outputs]
```
**flow/design.v**
```verilog
module Ex_mem_register(IAlu,IZero,IAdder,IWB,IM,IReadRegister2,IInstruction,OAlu,OZero,OAdder,OWB,OM,OReadRegister2,OInstruction,Clk);
	input [63:0]IAlu;
	input IZero;
	input [63:0]IAdder;
	input[1:0] IWB;
	input[2:0] IM;
	input [63:0]IReadRegister2;
	input [4:0]IInstruction;
	input Clk;
	output reg [63:0]OAlu;
	output reg OZero;
	output reg [63:0]OAdder;
	output reg[1:0] OWB;
	output reg[2:0] OM;
	output reg [63:0]OReadRegister2;
	output reg [4:0]OInstruction;
	reg [202:0] registers;
	always @(posedge Clk)
	begin 
		OAlu = registers[63:0]; 
		OZero =registers[64];
		OAdder = registers[128:65];
		OWB = registers[130:129];
		OM = registers[133:131];
		OReadRegister2 = registers[197:134];
		OInstruction = registers[202:198];
		registers[63:0]=IAlu; 
		registers[64] = IZero;
	        registers[128:65]=IAdder ;
		registers[130:129] =IWB ;
		registers[133:131] =IM;
	        registers[197:134]=IReadRegister2;
	        registers[202:198]=IInstruction;
	end 
endmodule 
```
**flow/run.sh**
```bash
#!/bin/bash
# OpenROAD 26Q1-2900-gdf79404cd8, Yosys 0.63+post, stock flow scripts
make -C /OpenROAD-flow-scripts/flow DESIGN_CONFIG=/design/flow/config.mk WORK_HOME=/design/flow/orfs finish
```
==> run_results.csv <==
group,metric,value,unit
setup_path,crit_path_cell_trace,"buf_6",
cts,post-cts-setup-buffer-count,0,
placement,routabilityCongestion,0.8036,
logic_synthesis,post_synth_inst_count,406,
sta,rsz0062_at_grt,"yes",
setup_path,worst-r2r-setup-slack,0.56,ns
sta,layout_worst_path_cycle_share,114.0,%
route,wl_per_cell,14.00,microns
final_layout,finish.cell_count_without_fillers,1218,
setup_path,setup.worst_path.class,"reg -> out",
placement,port_buffers,406,
sta,maxSlewViolCount,0,
sta,maxClockFrequency,0.8769,GHz
logic_synthesis,yosysWarningCount,1,
final_layout,logic_gates,0,
setup_path,startpoint,"OAdder[18]",
setup_path,worst-r2r-cell-count,0,
setup_path,regToRegEndpoint,"OReadRegister2[48]",
final_layout,layout-drive-gt1-share,33.86,%
cts,clock-root-buffer,"sky130_fd_sc_hd__clkbuf_16",
route,total_number_of_vias,4334,
logic_synthesis,synthesis.area,0.008128,sq mm
logic_synthesis,syn_avg_cell_area,20.02,sq um
cts,cts_hold_repair.buffers,0,
route,remaining_drc_errors,0,
final_layout,final.fill_count,2226,
route,drt_pass1_iterations,18,
cts,cts_tree,"done",
die,floorplan.rows,59,
power_and_ir_drop,pwr_per_cell_area,2555,mW/mm^2
die,pin_count,407,
die,fp.dieW,166.6,microns
route,drt_iter0_drc,126,
sta,setup_ws_post_layout,-0.1403,ns
final_layout,layout.cells.most_common_list,"sky130_fd_sc_hd__dfxtp_1 (373), sky130_fd_sc_hd__clkdlybuf4s50_1 (203), sky130_fd_sc_hd__buf_2 (194)",
outcome,violated_checks,"setup timing",
logic_synthesis,yosys_cells,406,
logic_synthesis,ys_seq_share,100.0,%
die,initCoreUtil,30.84,%
placement,hpwlAfterDp,12450,microns
grt,grt_start_max_net_pins,15,
sta,final-hold-violation-count,0,
die,dieHeight,166.6,microns
setup_path,critical_path.max_fanout,1,
cts,cts_buffers,40,
power_and_ir_drop,power.static_leakage,5.711,nW
cts,clock_insertion_delay_worst_skew,0.50,ns
run,log.warning_count,27,
power_and_ir_drop,total_power_of_the_final_layout,33.34,mW
route,via_per_inst,3.558,
grt,groute.usage.overall,12.71,%
route,route.antenna.diode_count,0,
setup_path,cpMaxStageDelayCell,"sky130_fd_sc_hd__dfxtp_2",
sta,number_of_setup_violations_in_the_final_report,203,
setup_path,regToRegStartpoint,"registers[182]",
grt,first_global_vias,4411,
placement,numPlacedInstances,1147,
outcome,status,"finished, violations left",
route,antenna_violating_nets_post_route,0,
grt,globalRoute.totalOverflow,0,
grt,number_of_antenna_violations_at_the_first_check_in_global_routing,0,
sta,max_slew_margin,91.20,%
setup_path,worstSetupPathDepth,1,
cts,clock-sinks,406,
setup_path,startpoint_type,"register",
setup_path,cp.arrival,0.94,ns
final_layout,layout_top_cell,"sky130_fd_sc_hd__dfxtp_1",
setup_path,critPathTopFamily,"flip-flops",
grt,grt_first_pass_wirelength,25650,microns
logic_synthesis,yosys.stat.chipArea,0.008128,sq mm
sta,period_minus_slack,1.140,ns
route,detail_route.wirelength,17050,microns
power_and_ir_drop,power.ir.vdd_worst,1.808,mV
die,core_area,0.02635,sq mm
logic_synthesis,synth.distinct_cells,1,
setup_path,setup.worst_path.end,"OAdder[18]",
cts,cts_h_tree_lvls,2,
cts,clkTransAtPathRegs,0.06,ns
final_layout,postLayoutCoreUtil,49.51,%
hold_path,worst_hold_path_type,"in -> reg",
logic_synthesis,ys_ff,406,
sta,skew,0.005919,ns
final_layout,layout_overhead_on_the_synthesized_area,60.55,%
setup_path,crit_path_end_kind,"output pin",
sta,slew_of_the_pin_with_the_lowest_slew_margin,0.1316,ns
run,maxcap_viol_count,0,
final_layout,comb_area,0,sq um
setup_path,worstPathRequired,0.80,ns
setup_path,cpPeakStageDelay,0.32,ns
cts,max-clock-path-buffers,3,
die,die-area,0.02776,sq mm
setup_path,timing.critical_path.buf_inv,1,
## power by group
part	switching, mW	internal, mW
combinational	0.199	0.966
sequential	0.180	17.1
clock	5.70	9.23
total	6.08	27.3
## per-layer routing
layer | vias up | global-route usage [%] | wire, microns
met1 | 1840 | 14.62 | 5876
met5 | - | 0 | 0
met2 | 295 | 20.15 | 7794
met4 | 0 | 4.348 | 623
met3 | 44 | 7.117 | 2753
li1 | 2155 | - | -
## repair_timing
item                                    4_1_cts  5_1_grt
endpoints found under the hold margin         0        0
endpoints found under the setup margin      203      203
resized                                     679       14
cloned                                        0        0
## cell families after synthesis
family      after synthesis  share of synthesized area, %
flip-flops              406                         100.0
## how the worst min path moves through the flow
| stage | from | to | slack, ns | cells after the start |
|---|---|---|---|---|
| after CTS | IAdder[44] | registers[109] | 0.1 | 1 |
| after global routing | IReadRegister2[21] | registers[155] | 0.1 | 1 |
| final | IReadRegister2[56] | registers[190] | 0.13 | 1 |
## sequential cells by signal, summed over array words and instances (netlist names)
signal / cells
OAlu: 64
OReadRegister2: 64
OAdder: 64
OInstruction: 5
registers: 203
OM: 3
OZero: 1
OWB: 2
## synthesized netlist by cell type (all sizes together)
cell / count / area [sq um]
dfxtp: 406 / 8128
## metrics by stage
step | setup slack, ns | hold WS, ns | cell area (sq um) | TNS (ns)
2_1_floorplan | 0.5385 | 0.2277 | 8128 | 0
3_3_place_gp | -0.06208 | 0.3096 | 12610 | -0.3314
3_5_place_dp | -0.06187 | 0.3121 | 12610 | -0.2768
4_1_cts | -0.1819 | 0.09605 | 13010 | -28.39
5_1_grt | -0.1882 | 0.09567 | 13050 | -31.24
6_report | -0.1403 | 0.1283 | 13050 | -21.57
## layout make-up
| type | count | area (sq um) | area share [%] |
|---|---|---|---|
| Timing Repair Buffer | 406 | 3104 | 23.79 |
| Sequential cell | 406 | 8169 | 62.60 |
| Clock inverter | 13 | 176.4 | 1.352 |
| Tap cell | 335 | 419.2 | 3.212 |
| Clock buffer | 58 | 1180 | 9.042 |
Power figures rest on the tool's default switching activity, not on a simulated workload.
