File: design/flow/design.v
module ID_EX_register(IReadDate1,IReadData2,IRegisterPC,IWB,IM,IEX,ISignExtend,IInstrcution3121,IInstrcution40,OReadDate1,OReadData2,ORegisterPC,OWB,OM,OEX,OSignExtend,OInstrcution3121,OInstrcution40,Clk);
	input[63:0] IReadDate1;
	input[63:0] IReadData2;
	input[63:0] IRegisterPC;
	input[1:0] IWB;
	input[2:0] IM;
	input[2:0] IEX;
	input[63:0] ISignExtend;
	input[10:0] IInstrcution3121;
	input[4:0] IInstrcution40;
	output reg[63:0] OReadDate1;
	output reg[63:0] OReadData2;
	output reg[63:0] ORegisterPC;
	output reg[1:0] OWB;
	output reg[2:0] OM;
	output reg[2:0] OEX;
	output reg[63:0] OSignExtend;
	output reg[10:0] OInstrcution3121;
	output reg[4:0] OInstrcution40;
	input Clk;
	reg[279:0] register;
	always @(posedge Clk)
	begin
		OReadDate1=register[63:0];
		OReadData2=register[127:64];
		ORegisterPC = register[191:128];
		OSignExtend = register[255:192];
		OWB = register[257:256];
		OM = register[260:258];
		OEX = register[263:261];
		OInstrcution3121=register[274:264];
		OInstrcution40=register[279:275];
		register[63:0]=IReadDate1;
		register[127:64]=IReadData2;
		register[191:128]= IRegisterPC;
		register[255:192]=ISignExtend;
		register[257:256]=IWB;
		register[260:258]=IM;
		register[263:261]=OEX;
		register[274:264]= IInstrcution3121;
		register[279:275]=IInstrcution40;
	end
endmodule
File: design/flow/run.sh
#!/bin/bash
# OpenROAD 26Q1-2900-gdf79404cd8, Yosys 0.63+post, stock flow scripts
make -C /OpenROAD-flow-scripts/flow DESIGN_CONFIG=/design/flow/config.mk WORK_HOME=/design/flow/orfs finish
File: design/flow/config.mk
export PLATFORM = sky130hd
export DESIGN_NAME = ID_EX_register
export DESIGN_NICKNAME = ID_EX_register
export VERILOG_FILES = /design/flow/design.v
export SDC_FILE = /design/flow/constraint.sdc
export NUM_CORES = 4
export LEC_CHECK = 1
export CORE_AREA = 10 10 268 268
export DIE_AREA = 0 0 278 278
File: design/flow/constraint.sdc
current_design ID_EX_register

set clk_period 1.0
set clk_io_pct 0.2

create_clock -name clk0 -period $clk_period [get_ports {Clk}]

set non_clock_inputs [all_inputs -no_clocks]
set_input_delay [expr $clk_period * $clk_io_pct] -clock clk0 $non_clock_inputs
set_output_delay [expr $clk_period * $clk_io_pct] -clock clk0 [all_outputs]
==> run_results.csv <==
group,metric,value,unit
die,row_count,94,
clock_network,cts_tree,"built",
die,core_area,65860,sq um
clock_network,cts_inserted_buffers,55,
hold_path,hold_start,"IReadDate1[55]",
worst_setup_path,critical_path_buf_inv_count,1,
synthesis,ys_cells,558,
synthesis,ys_types,3,
sta,maxSlewViolCount,0,
layout,syn2layout_area_growth,66.51,%
die,die_w,278,um
synthesis,ys_area,11120,sq um
hold_path,hold_class,"input port to register",
outcome,violations,"setup timing",
worst_setup_path,critical_path_required,0.80,ns
hold_path,min_to,"register[55]$_DFF_P_",
clock_network,htreeDepth,2,
detailed_routing,drtAntennaViolNets,0,
power_and_ir_drop,powerDensity,2498,nW/um^2
sta,setup_viol,277,
synthesis,ys_seq_share,99.76,%
detailed_routing,wl_per_cell,15.40,um
global_route,grt_use_total,7.958,%
placement,place.gp.congestion,0.8160,
layout,lay_top_count,"dfxtp_1",
sta,fin_crit_sh,124.5,%
detailed_routing,wirelength,32030,um
worst_setup_path,slowest_stage,"dfxtp_2",
detailed_routing,drtIter0Drc,159,
clock_network,clockBufferDepth,3,
worst_setup_path,worstReg2RegStart,"register[250]$_DFF_P_",
hold_path,min_path_cells,1,
clock_network,clock-root-buffer,"clkbuf_16",
detailed_routing,drc_errors,0,
detailed_routing,firstDrtPassIters,4,
sta,fin_ws,-0.2449,ns
outcome,outcome,"complete, but fails checks",
worst_setup_path,r2r_slack,0.46,ns
worst_setup_path,regToRegEndpoint,"OSignExtend[58]$_DFF_P_",
run,max_cap_violations,0,
layout,fin_util,28.10,%
synthesis,ys_warn_count,1,
worst_setup_path,cp-start-kind,"register",
global_route,overflow,0,
global_route,grt_antenna_before_repair,7,
die,io_pins,561,
die,die_area,77280,sq um
worst_setup_path,crit_chain,"buf_2",
clock_network,clk_latency,0.58,ns
layout,layout_top_cells,"dfxtp_1 (462), clkdlybuf4s50_1 (277), buf_2 (257), dfxtp_2 (92), clkbuf_16 (57)",
clock_network,cts_setup_buffers,0,
die,die_h,278,um
worst_setup_path,max_stage_delay,0.35,ns
synthesis,synth_area,11120,sq um
synthesis,synth_area_per_cell,19.92,sq um
power_and_ir_drop,report.power.total,46.24,mW
clock_network,path_clk_slew,0.06,ns
placement,portBuffers,554,
global_route,grt_pass1_vias,6387,
detailed_routing,antenna_cells,0,
worst_setup_path,critPathCaptureType,"output port",
global_route,grt_pass1_wl,45080,um
detailed_routing,vias_per_cell,2.946,
worst_setup_path,r2r_cells,0,
placement,dp_hpwl,24170,um
synthesis,ys_ff,554,
power_and_ir_drop,leakage,7.829,nW
run,warning_count,30,
sta,skew,0.01393,ns
sta,rsz0062_at_grt,"true",
worst_setup_path,crit_family,"flip-flops",
sta,finalCriticalPeriod,1.245,ns
detailed_routing,vias,6128,
worst_setup_path,cp_max_fo,1,
worst_setup_path,path_class,"register to output port",
clock_network,clock-sinks,554,
die,initial_core_util,16.88,%
worst_setup_path,arrival,1.04,ns
power_and_ir_drop,ir_drop,1.363,mV
synthesis,syn_inst,558,
global_route,grt_max_degree,16,
layout,drive_above_1_share,37.75,%
sta,hold_viol_final,0,
sta,max_freq,803.3,MHz
-- repair_timing --
action / CTS / global route
hold buffers: 4 / 0
setup endpoints to repair: 277 / 277
resized: 1018 / 38
hold endpoints to repair: 4 / 0
-- flip-flops by register name, summed over array words and instances, names as in the netlist --
name,cells
ORegisterPC,64
OWB,2
OSignExtend,64
OReadDate1,64
OInstrcution40,5
register,277
OM,3
OReadData2,64
OInstrcution3121,11
-- per-layer routing --
layer  wire length, um  up-vias  share of wire (%)  GRT usage (%)
met3              4142       71                 13          4.544
met1             11560     2727                 36          8.775
met5                55        -               0.17              0
met2             15280      362                 48          12.97
li1                  -     2960                  -              -
met4               991        8                3.1          2.259
-- worst max-delay path by stage --
| stage | startpoint | end | slack (ns) | cells past startpoint |
|---|---|---|---|---|
| after CTS | OSignExtend[5]$_DFF_P_ | OSignExtend[5] | -0.31 | 1 |
| after global routing | OSignExtend[5]$_DFF_P_ | OSignExtend[5] | -0.31 | 1 |
| final | OSignExtend[5]$_DFF_P_ | OSignExtend[5] | -0.24 | 1 |
-- per-stage QoR --
step	area, sq um	std cells	setup TNS [ns]	setup slack (ns)	hold WS (ns)
after floorplan	11120	560	0	0.5385	0.2277
final	18510	2080	-51.22	-0.2449	0.05715
after CTS	18400	2080	-67.86	-0.3143	0.000009381
after global placement	17730	1975	-0.8748	-0.1239	0.3096
after detailed placement	17730	1975	-0.8168	-0.1074	0.3121
after global routing	18510	2080	-69.10	-0.3137	0.006841
-- cell usage after synthesis --
| master | instances | area share, % |
|---|---|---|
| dfxtp_1 | 554 | 100 |
| buf_4 | 3 | 0.20 |
| conb_1 | 1 | 0.034 |
-- cells by family after synthesis --
kind of cell           count (synthesis)  synth area share (%)
flip-flops                           554                 99.76
buffers and inverters                  3                0.2026
other                                  1               0.03373
-- cell type report --
| cell class | count | area [sq um] |
|---|---|---|
| fillers | 6640 | 47350 |
| well taps | 864 | 1081 |
| repair buffers | 558 | 4318 |
| clock inverters | 26 | 330.3 |
| flip-flops and latches | 554 | 11210 |
| multi-input cells | 3 | 11.26 |
| clock buffers | 75 | 1564 |
-- report_power, final --
group	total [mW]	leakage (nW)	switching (mW)	internal [mW]
Combinational	1.70	2.24	0.350	1.35
Sequential	23.6	4.68	0.299	23.3
Clock	20.9	0.913	8.36	12.6
Total	46.2	7.83	9.01	37.2
No activity file was given, so power comes from the tool's default toggle rates.
